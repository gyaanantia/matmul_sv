**flow/run.sh**
```bash
#!/bin/bash
# OpenROAD 26Q1-2900-gdf79404cd8, Yosys 0.63+post, stock flow scripts
make -C /OpenROAD-flow-scripts/flow DESIGN_CONFIG=/design/flow/config.mk WORK_HOME=/design/flow/orfs finish
```
**flow/constraint.sdc**
```tcl
current_design matmul_top

set clk_period 189.9
set clk_io_pct 0.2

create_clock -name clk0 -period $clk_period [get_ports {clock}]

set non_clock_inputs [all_inputs -no_clocks]
set_input_delay [expr $clk_period * $clk_io_pct] -clock clk0 $non_clock_inputs
set_output_delay [expr $clk_period * $clk_io_pct] -clock clk0 [all_outputs]
```
**flow/design.v**
```verilog
module bram 
#(parameter BRAM_ADDR_WIDTH = 10,
  parameter BRAM_DATA_WIDTH = 8) 
 (input  logic clock,
  input  logic [BRAM_ADDR_WIDTH-1:0] rd_addr,
  input  logic [BRAM_ADDR_WIDTH-1:0] wr_addr,
  input  logic wr_en,
  input  logic [BRAM_DATA_WIDTH-1:0] din, 
  output logic [BRAM_DATA_WIDTH-1:0] dout);
  logic [2**BRAM_ADDR_WIDTH-1:0][BRAM_DATA_WIDTH-1:0] mem;
  logic [BRAM_ADDR_WIDTH-1:0] read_addr;
  assign dout = mem[read_addr];
  always_ff @(posedge clock) begin
    read_addr <= rd_addr;
    if (wr_en) mem[wr_addr] <= din; 
  end
endmodule
module matmul
#(
    parameter DATA_WIDTH = 32,
    parameter ADDR_WIDTH = 6,
    parameter VECTOR_SIZE = 8,
    parameter IDX_SIZE = 3
)
(
    input   logic                   clock,
    input   logic                   reset,
    input   logic                   start,
    output  logic                   done,
    input   logic [DATA_WIDTH-1:0]  x_dout,
    output  logic [ADDR_WIDTH-1:0]  x_addr,
    input   logic [DATA_WIDTH-1:0]  y_dout,
    output  logic [ADDR_WIDTH-1:0]  y_addr,
    output  logic [DATA_WIDTH-1:0]  z_din,
    output  logic [ADDR_WIDTH-1:0]  z_addr,
    output  logic                   z_wr_en
);
typedef enum logic [1:0] { s0, s1, s2, s3 } state_t;
state_t state, state_c;
logic [IDX_SIZE:0] j, k, j_c, k_c;
logic [IDX_SIZE:0] i, i_c;
logic done_c;
logic [DATA_WIDTH-1:0] sum, sum_c;
always_ff @(posedge clock or posedge reset) begin
    if (reset) begin
        state <= s0;
        i <= '0;
        j <= '0;
        k <= '0;
        done <= 1'b0;
        sum <= '0;
    end else begin
        state <= state_c;
        i <= i_c;
        j <= j_c;
        k <= k_c;
        done <= done_c;
        sum <= sum_c;
    end
end
always_comb begin
    x_addr = 'b0;
    y_addr = 'b0;
    z_addr = 'b0;
    z_din = 'b0;
    z_wr_en = 'b0;
    done_c = done;
    i_c = i;
    j_c = j;
    k_c = k;
    state_c = state;
    sum_c = sum;
    case (state)
        s0: begin
            i_c = '0;
            j_c = '0;
            k_c = '0;
            sum_c = '0;
            if (start == 1'b1) begin
                state_c = s1;
                done_c = 1'b0;
            end
        end
        s1: begin
            x_addr = ($unsigned(i_c) * $unsigned(VECTOR_SIZE)) + $unsigned(k_c);
            y_addr = ($unsigned(k_c) * $unsigned(VECTOR_SIZE)) + $unsigned(j_c);
            state_c = s2; 
        end
        s2: begin
            sum_c = (sum + ($unsigned(x_dout) * $unsigned(y_dout)));
            k_c = k + 1;
            if ($unsigned(k) == $unsigned(VECTOR_SIZE) - 1) begin
                k_c = '0;
                state_c = s3;
            end else begin
                state_c = s2;
            end
            x_addr = ($unsigned(i_c) * $unsigned(VECTOR_SIZE)) + $unsigned(k_c);
            y_addr = ($unsigned(k_c) * $unsigned(VECTOR_SIZE)) + $unsigned(j_c);
        end
        s3: begin
            z_din = sum;
            z_addr = ($unsigned(i) * $unsigned(VECTOR_SIZE)) + $unsigned(j);
            z_wr_en = 1'b1;
            sum_c = '0;
            state_c = s1;
            if ($unsigned(j) == $unsigned(VECTOR_SIZE) - 1 && $unsigned(i) == $unsigned(VECTOR_SIZE) - 1) begin
                done_c = 1'b1;
                state_c = s0;
            end else if ($unsigned(j) == $unsigned(VECTOR_SIZE) - 1) begin
                j_c = '0;
                i_c = i + 1;
            end else begin
                j_c = j + 1;
                i_c = i;
            end   
        end
        default: begin
            x_addr = 'x;
            y_addr = 'x;
            z_addr = 'x;
            z_din = 'x;
            z_wr_en = 'x;
            done_c = 'x;
            i_c = 'x;
            j_c = 'x;
            k_c = 'x;
            state_c = s0;
            sum_c = 'x;
        end
    endcase
end
endmodule
module matmul_top
#(
    parameter DATA_WIDTH = 32,
    parameter ADDR_WIDTH = 6,
    parameter VECTOR_SIZE = 8
)
(
    input logic                     clock,
    input logic                     reset,
    input logic                     start,
    output logic                    done,
    input logic [DATA_WIDTH-1:0]    x_din,
    input logic [ADDR_WIDTH-1:0]    x_wr_addr,
    input logic                     x_wr_en,
    input logic [DATA_WIDTH-1:0]    y_din,
    input logic [ADDR_WIDTH-1:0]    y_wr_addr,
    input logic                     y_wr_en,
    output logic [DATA_WIDTH-1:0]   z_dout,
    input logic [ADDR_WIDTH-1:0]    z_addr
);
logic [DATA_WIDTH-1:0]  x_dout;
logic [ADDR_WIDTH-1:0]  x_addr;
logic [DATA_WIDTH-1:0]  y_dout;
logic [ADDR_WIDTH-1:0]  y_addr;
logic [DATA_WIDTH-1:0]  z_din;
logic [ADDR_WIDTH-1:0]  z_wr_addr;
logic                   z_wr_en;
matmul #(
    .DATA_WIDTH(DATA_WIDTH),
    .ADDR_WIDTH(ADDR_WIDTH),
    .VECTOR_SIZE(VECTOR_SIZE)
) matmul_inst (
    .clock(clock),
    .reset(reset),
    .start(start),
    .done(done),
    .x_dout(x_dout),
    .x_addr(x_addr),
    .y_dout(y_dout),
    .y_addr(y_addr),
    .z_din(z_din),
    .z_addr(z_wr_addr),
    .z_wr_en(z_wr_en)
);
bram #(
    .BRAM_DATA_WIDTH(DATA_WIDTH),
    .BRAM_ADDR_WIDTH(ADDR_WIDTH)
) x_inst (
    .clock(clock),
    .rd_addr(x_addr),
    .wr_addr(x_wr_addr),
    .wr_en(x_wr_en),
    .dout(x_dout),
    .din(x_din)
);
bram #(
    .BRAM_DATA_WIDTH(DATA_WIDTH),
    .BRAM_ADDR_WIDTH(ADDR_WIDTH)
) y_inst (
    .clock(clock),
    .rd_addr(y_addr),
    .wr_addr(y_wr_addr),
    .wr_en(y_wr_en),
    .dout(y_dout),
    .din(y_din)
);
bram #(
    .BRAM_DATA_WIDTH(DATA_WIDTH),
    .BRAM_ADDR_WIDTH(ADDR_WIDTH)
) z_inst (
    .clock(clock),
    .rd_addr(z_addr),
    .wr_addr(z_wr_addr),
    .wr_en(z_wr_en),
    .dout(z_dout),
    .din(z_din)
);
endmodule
```
**flow/config.mk**
```make
export PLATFORM = sky130hd
export DESIGN_NAME = matmul_top
export DESIGN_NICKNAME = matmul_top
export VERILOG_FILES = /design/flow/design.v
export SDC_FILE = /design/flow/constraint.sdc
export NUM_CORES = 4
export LEC_CHECK = 1
export CORE_UTILIZATION = 50
```
==> results.py <==
# Synthesis and PnR figures
metrics = {
    "status": {
        "status": "finished, final reports clean",
    },
    "placement": {
        "place_area_um2": 334000,
        "place_hpwl_um": 527000,
        "dp_slack_ns": 146.47,
        "gp_congestion": 0.881,
        "portBuffers": 119,
    },
    "final_timing": {
        "whs_ns": 0.537,
        "worstMarginPinSlew_ns": 0.996,
        "layout_setup_ws_ns": 145.40,
        "finalSetupViolations": 0,
        "fin_crit_sh_pct": 23.4,
        "hold_viol_final": 0,
        "clock_skew_ns": 0.0739,
        "fin_setup_tns_ns": 0,
        "fmax_ghz": 0.0225,
        "maxSlewHeadroom_pct": 32.9,
        "rsz0062_at_grt": "no",
        "finalCriticalPeriod_ns": 44.50,
        "drv_slew": 0,
    },
    "clock_tree": {
        "clk_latency_ns": 1.16,
        "cts_sinks": 6211,
        "cts_tree": "built",
        "ctsLongestPathBuffers": 4,
        "cts_max_level": 6,
        "cts_root_buf": "clkbuf_16",
        "cts_setup_buffers": 0,
        "clk_pin_slew_ns": 0.06,
        "cts_buffers": 684,
        "ctsResizeCount": 0,
        "hold_buffers": 0,
    },
    "synthesis": {
        "ys_seq_share_pct": 57.5,
        "edf_count": 6144,
        "ys.flop_type": "edfxtp_1",
        "ys_cells": 21300,
        "netlist_area_um2": 324000,
        "syn_area_per_cell_um2": 15.2,
        "topCellsByArea": "edfxtp_1 (57%), mux2_2 (14%), mux4_2 (12%), o21ai_0 (3.3%), nand2_1 (2.8%)",
        "top_area_share_pct": 57.0,
        "synthCells": 21300,
        "largest_area_cell": "edfxtp_1",
        "yosysUniqueCellTypes": 75,
        "synth-seq-cells": 6211,
        "yosysWarnings": 2,
        "yosys_area_um2": 324000,
        "async_flop_share_pct": 0.789,
    },
    "die": {
        "fp.dieW_um": 806,
        "num_rows": 295,
        "chipArea_um2": 650000,
        "pin_count": 120,
        "fp-utilization_pct": 50.2,
        "die_h_um": 806,
        "coreArea_um2": 645000,
    },
    "setup_path": {
        "ff2ff_path_depth": 36,
        "crit_type": "reg -> out",
        "crit_chain": "buf_4, buf_4, buf_4, buf_12, mux4_2, mux4_2, mux4_2, clkdlybuf4s50_1",
        "cp.required_ns": 151.92,
        "reg2reg_to": "matmul_inst.sum[31]",
        "cp-start-kind": "flop",
        "crit_slowest_cell": "dfxtp_4",
        "cp_max_fo": 74,
        "worstPathArrival_ns": 6.52,
        "worst_setup_path_end_kind": "output pin",
        "r2r_start": "y_inst.read_addr[0]",
        "r2r_slack_ns": 177.17,
        "max_stage_delay_ns": 0.70,
    },
    "drt": {
        "drc": 0,
        "via_per_inst": 6.17,
        "vias": 185000,
        "wire_per_inst_um": 29.7,
        "drt.antenna.violating_nets": 0,
        "firstDrtPassIters": 6,
        "first_iter_violations": 13100,
        "drt-total-wl_um": 890000,
    },
    "global_route": {
        "track_usage_pct": 30.5,
        "grt_pass1_vias": 193000,
        "grt_max_degree": 131,
        "grt_pass1_wl_um": 1320000,
        "gr-total-overflow": 0,
        "grt_antenna_before_repair": 18,
    },
    "run": {
        "maxCapViolations": 0,
        "warnings": 77,
    },
    "layout": {
        "drive_gt1_share_pct": 37.1,
        "n_fill_cell": 50900,
        "area_delta_synth_final_pct": 9.77,
        "fin_area_um2": 355000,
    },
    "hold_path": {
        "hold_path.class": "reg -> reg",
        "hp-start": "matmul_inst.i[3]",
        "hold_path_depth": 2,
        "worstHoldEndpoint": "matmul_inst.i[3]",
    },
}
[flip-flops by register name, summed over array words and instances, names as in the netlist]
name	count
matmul_inst.k	4
y_inst.mem	2048
matmul_inst.sum	32
y_inst.read_addr	6
matmul_inst.j	4
matmul_inst.state	4
z_inst.mem	2048
z_inst.read_addr	6
matmul_inst.i	4
x_inst.mem	2048
x_inst.read_addr	6
matmul_inst.done	1
[metrics by stage]
| stage | util, % | std cells |
|---|---|---|
| global placement | 51.8 | 28800 |
| global route | 55.1 | 30000 |
| CTS | 55.1 | 30000 |
| floorplan | - | 21300 |
| detailed placement | 51.8 | 28800 |
| finish | 55.1 | 30000 |
[kinds of logic (layout without fill, tap and decap cells)]
kind of cell / after synthesis / after routing / synth area share [%]
flip-flops: 6211 / 6211 / 57.5
multiplexers: 6104 / 6104 / 27.5
AND/OR/NAND/NOR: 3290 / 3290 / 4.11
buffers and inverters: 2550 / 2616 / 3.21
AND-OR/OR-AND: 2486 / 2486 / 4.12
adder cells (fa/ha/maj): 577 / 577 / 3.25
XOR/XNOR: 90 / 90 / 0.268
other: 0 / 13 / 0
[worst max path at each step]
stage / from / end / slack [ns] / depth (start not counted)
4_1_cts: z_inst.read_addr[0] / z_dout[26] / 145.22 / 8
5_1_grt: z_inst.read_addr[0] / z_dout[26] / 144.97 / 8
6_report: z_inst.read_addr[1] / z_dout[31] / 145.40 / 8
[cell usage after synthesis (139+ instances only)]
cell	n
nand2_1	2420
nor2_1	458
clkbuf_1	1534
o21ai_0	2120
buf_1	239
ha_1	139
edfxtp_1	6144
mux2i_1	163
inv_1	551
fa_1	438
mux2_2	4130
mux4_2	1783
[final cells by class]
type	instances	area (um2)	share of cell area, %
inverters	553	2080	0.585
well taps	8613	10800	3.03
diodes	13	32.5	0.00916
clock buffers	885	18200	5.11
clock inverters	332	2760	0.777
multi-input cells	12500	128000	36.2
flip-flops and latches	6211	186000	52.4
repair buffers	846	6750	1.90
[cells in the final DEF (no fill, tap or decap), drive strengths merged, types with 75 or more instances in the layout]
master / count
nor2: 458
mux2i: 163
mux2: 4130
nand2: 2421
clkinv: 281
ha: 139
clkbuf: 885
mux4: 1811
edfxtp: 6144
o21ai: 2123
nor2b: 97
a21oi: 75
nand2b: 106
fa: 438
buf: 793
inv: 571
[worst max-delay path, delay by kind of cell (launching register included)]
kind / cells / cell delay [ns]
buf+inv: 5 / 2.86
flops: 1 / 0.70
mux: 3 / 1.64
[metal layers]
layer,global-route usage (%),part of all wire [%]
met2,42.9,46
met3,17.9,14
met4,6.27,2.7
met1,45.7,37
met5,0.248,0.028
